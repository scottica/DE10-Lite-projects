[flow/design.v]
module fsm_synth(
    input  logic clk,
    input  logic RESETN,
    input  logic E,
    input  logic M,
    output logic LOCKED,
    output logic savePW,
    output logic saveAT,
    output logic [1:0] stateout
);
    enum int unsigned {
        state_open = 0,
        state_open_press = 1,
        state_locked = 2, 
        state_locked_press = 3
    } present_state, next_state;
    always_comb begin
        LOCKED = 0;
        savePW = 0;
        saveAT = 0;
        case (present_state)
            state_open: begin
                LOCKED = 0;
            end
            state_open_press: begin
                LOCKED = 0;
                savePW = 1;
            end
            state_locked: begin
                LOCKED = 1;
            end
            state_locked_press: begin
                LOCKED = 1;
                saveAT = 1;
            end
        endcase
    end
    always_comb begin
        next_state = present_state;
        case (present_state)
            state_open: begin
                if (E)
						next_state = state_open_press;
            end
            state_open_press: begin
                if (!E)
						next_state = state_locked;
            end
            state_locked: begin
                if (E)	
						next_state = state_locked_press;
            end
				state_locked_press: begin
					 if (!E) begin
							if (M)
								next_state = state_open;
							else
								next_state = state_locked;
					 end
				end
        endcase
    end
    always_ff @(posedge clk) begin
        if (~RESETN)
            present_state <= state_open;
        else
            present_state <= next_state;
    end
assign state_out = present_state;
endmodule
module safe(
    input  logic        MAX10_CLK1_50,
    input  logic [1:0]  KEY,
    input  logic [9:0]  SW,
    output logic [9:0]  LEDR,
    output logic [7:0]  HEX5,
    output logic [7:0]  HEX4,
    output logic [7:0]  HEX3,
    output logic [7:0]  HEX2,
    output logic [7:0]  HEX1,
    output logic [7:0]  HEX0
);
    localparam logic [47:0] OPEN_DISPLAY   = 48'hFC_C0_8C_86_AB_F7;
    localparam logic [47:0] LOCKED_DISPLAY = 48'hC7_C0_C6_89_86_C0;
    logic LOCKED, savePW, saveAT;
    logic [9:0] PASSWORD = 0;
	 logic [9:0] ATTEMPT = 1;
    logic MATCH;
    logic [3:0] HINT;
    logic [2:0] PRESENT_STATE;
    fsm_synth FSM (
        .clk           (MAX10_CLK1_50),
        .RESETN        (KEY[0]),
        .E             (~KEY[1]),
        .M             (MATCH),
        .LOCKED        (LOCKED),
        .savePW        (savePW),
        .saveAT        (saveAT),
        .stateout (PRESENT_STATE)
    );
    assign MATCH = (ATTEMPT == PASSWORD);
	 always_comb begin
			HINT = 0;
				for (int i = 0; i < 10; i=i+1) begin
				HINT = HINT + (SW[i] ^ PASSWORD[i]);
				end
	 end
    always_comb begin
        if (LOCKED)
            {HEX5, HEX4, HEX3, HEX2, HEX1, HEX0} = LOCKED_DISPLAY;
        else
            {HEX5, HEX4, HEX3, HEX2, HEX1, HEX0} = OPEN_DISPLAY;
        LEDR[3:0] = HINT;
        LEDR[9:8] = PRESENT_STATE;
        LEDR[7:4] = 4'b0000;
    end
    always_ff @(posedge MAX10_CLK1_50) begin
        if (~KEY[0]) begin
            PASSWORD <= 0;
            ATTEMPT  <= 1;
        end
        else begin
            if (savePW)
                PASSWORD <= SW;
            else if (saveAT)
                ATTEMPT <= SW;
        end
    end
endmodule
[flow/run.sh]
#!/bin/bash
# OpenROAD 26Q1-2900-gdf79404cd8, Yosys 0.63+post, stock flow scripts
make -C /OpenROAD-flow-scripts/flow DESIGN_CONFIG=/design/flow/config.mk WORK_HOME=/design/flow/orfs finish
[flow/config.mk]
export PLATFORM = sky130hd
export DESIGN_NAME = safe
export DESIGN_NICKNAME = safe
export VERILOG_FILES = /design/flow/design.v
export SDC_FILE = /design/flow/constraint.sdc
export NUM_CORES = 4
export LEC_CHECK = 1
export CORE_AREA = 10 10 106 106
export DIE_AREA = 0 0 116 116
[flow/constraint.sdc]
current_design safe

set clk_period 4.9
set clk_io_pct 0.2

create_clock -name clk0 -period $clk_period [get_ports {MAX10_CLK1_50}]

set non_clock_inputs [all_inputs -no_clocks]
set_input_delay [expr $clk_period * $clk_io_pct] -clock clk0 $non_clock_inputs
set_output_delay [expr $clk_period * $clk_io_pct] -clock clk0 [all_outputs]
==> Changelog: implementation <==
### Physical design

* Status: completed
* Initial drt markers at 33
* Vias in the first global route at 1108
* Register share of total power at 0.388
* Routed vias/inst at 3.44
* Detailed-route via count at 1076
* Flip-flops with a built-in enable at 0
* Drt pass-1 iters at 4
* Clock sinks at 24
* I/O pin cnt at 71
* Yosys top cell by area: dfxtp_1
* # fillers at 952
* Hold Vio Cnt, Final at 0
* Final-report max-slew violation count at 0
* Clock power frac at 0.244
* Critical path origin: SW[0]
* Max-slew headroom at 0.444
* Fin util at 0.225
* Number of H-tree levels at 1
* CTS tree: done
* Cells after Synth at 188
* RR Startpoint: FSM.present_state[2]
* Synthesized area at 1670 um^2
* WL/cell at 10.8 um
* Worst hold margin at 464 ps
* Clock slew at reported path FFs at 80 ps
* Sw Pwr at 0.000146 W
* Top cells, area: dfxtp_1, buf_4, fa_1
* Placer Congestion at 0.741
* VDD IR max at 102 uV
* Worst hold path class: reg -> reg
* FMAX at 209 MHz
* Clk buf depth at 2
* Die Ht at 116 um
* DRC at 0
* Yosys cell types at 22
* CP Data Arrival Time at 3790 ps
* Min-delay src: FSM.present_state[0]
* Top cells by count: buf_4, dfxtp_1, nand2_1
* Clock root buffer: clkbuf_8
* Pin count of the biggest net entering global routing at 24
* First-pass GRT wire length at 5.26 mm
* Worst setup SP type: input pin
* Slew @ Worst Pin at 833 ps
* Wirelength, routed at 3.38 mm
* RSZ-0062 raised after global routing: true
* Combinational fraction of design power at 0.369
* Setup Viol. Count Final at 0
* Flops after synth at 24
* Chip area at 13500 um^2
* GRT Residual Overflow at 0
* Setup Fix Bufs, Post-CTS at 0
* WS Path Type: in -> out
* P_int at 0.000396 W
* Crit. End Element: primary output
* Number of diodes at 0
* Most common cell in the netlist: buf_4
* Initial antenna violation count at 0
* CORE AREA at 8850 um^2
* Tmin final at 4770 ps
* Total power at 0.000542 W
* Max_cap viols at 0
* Area share, top type at 0.288
* R2R Setup Slk at 3190 ps
* Final HPWL DP at 2.74 mm
* Total GRT Usage at 0.0476
* Final period utilization at 0.974
* Share of post-route cells with drive strength above 1 at 0.107
* Tool Warnings at 26
* Synth Flop Type: dfxtp_1
* Area Growth Syn to Fin at 19.2%
* Yosys cell count at 188
* Yosys stat area at 1670 um^2
* Synth Seq Share at 0.288
* Synth warn at 6
* Lkg Pwr at 0.827 nW
* Routed Antenna Nets at 0
* Clock Skews at 4.09 ps
* CP max FO at 3
* Count of input and output buffers at 37
* Setup TNS at 0 ps
* Syn avg cell area at 8.88 um^2
* Async SR Flop Fraction at 0
* Num CTS Buffers at 3
* FP Util at 0.189
* Die Width at 116 um
* Switching share of power at 0.269
* WP data required at 3920 ps
* Pwr/cell area at 272 nW/um^2
* Clk ins delay skew pair at 260 ps
* Std-Cell Rows at 34
through the flow:
stage,setup slack [ps],instances,cell area (um^2)
6_report,126,313,1990
5_1_grt,-13.1,313,1990
4_1_cts,91.2,313,1990
3_5_place_dp,-554,309,1900
3_3_place_gp,-547,309,1900
2_1_floorplan,540,219,1790
power by group through the flow:
stage / Combinational [W] / Clock, W / Sequential [W]
after CTS: 0.000211 / 0.000137 / 0.000210
after global routing: 0.000234 / 0.000145 / 0.000212
final: 0.000200 / 0.000132 / 0.000210
timing repair:
item | CTS | global route
hold buffers | 0 | 0
gates resized | 38 | 0
pin swaps | 9 | 1
setup endpoints to repair | 4 | 1
state kept, by name, summed over array words and instances (netlist names):
| signal | cells |
|---|---|
| ATTEMPT | 10 |
| PASSWORD | 10 |
| FSM.present_state | 4 |
cells by family (layout without fill, tap and decap cells):
logic type | Yosys count | count (layout) | synth area share
AND/OR/NAND/NOR | 44 | 44 | 0.124
adder cells (fa/ha/maj) | 8 | 8 | 0.0869
other | 2 | 33 | 0.00450
buffers and inverters | 66 | 52 | 0.268
XOR/XNOR | 21 | 21 | 0.110
AND-OR/OR-AND | 13 | 13 | 0.0592
flip-flops | 24 | 24 | 0.288
multiplexers | 10 | 10 | 0.0599
worst max-delay path, cell delays in order:
cell and delay [ps]:
buf_6 110, xnor2_4 140, fa_1 520, fa_1 570, fa_1 420, inv_1 70
ha_2 180, inv_2 40, fa_1 390, xor2_1 150, dlygate4sd2_1 240
placed cells by master (no fill, tap or decap), drive strengths merged:
| master | n |
|---|---|
| conb | 33 |
| clkdlybuf4s50 | 29 |
| dfxtp | 24 |
| nand2 | 21 |
| nor2b | 11 |
| xnor2 | 11 |
| xor2 | 10 |
| mux2i | 10 |
| buf | 10 |
| a21boi | 9 |
| inv | 7 |
| fa | 6 |
| nor2 | 5 |
| clkbuf | 4 |
| nand3 | 3 |
| nand2b | 2 |
| nor4 | 2 |
| dlygate4sd2 | 2 |
| ha | 2 |
| a21oi | 1 |
| o211ai | 1 |
| a41oi | 1 |
| o311a | 1 |
area by class of cell:
| type | count | area [um^2] | area share |
|---|---|---|---|
| tap | 108 | 135 | 0.0679 |
| sequential | 24 | 480 | 0.241 |
| inverter | 7 | 26.3 | 0.0132 |
| clock buffer | 4 | 55.1 | 0.0277 |
| multi-input combinational | 129 | 917 | 0.461 |
| timing repair buffer | 41 | 377 | 0.189 |
path summary, 6_finish.rpt:
path,endpoint,depth (start not counted)
worst max-delay path,LEDR[2],11
worst min-delay path,FSM.present_state[2],2
worst min register to register,FSM.present_state[2],2
worst max register to register,ATTEMPT[1],3
layer usage:
| layer | track usage | part of all wire | up-vias |
|---|---|---|---|
| met4 | 0.00250 | 0.0036 | 0 |
| met3 | 0.0204 | 0.11 | 2 |
| li1 | - | - | 537 |
| met1 | 0.0550 | 0.42 | 485 |
| met5 | 0 | 0 | - |
| met2 | 0.0838 | 0.47 | 52 |
Power is estimated from default activity; no workload was simulated.
